--- flow/config.mk ---
export PLATFORM = sky130hd
export DESIGN_NAME = comparator_4bit
export DESIGN_NICKNAME = comparator_4bit
export VERILOG_FILES = /design/flow/design.v
export SDC_FILE = /design/flow/constraint.sdc
export NUM_CORES = 4
export LEC_CHECK = 1
export CORE_AREA = 10 10 70 70
export DIE_AREA = 0 0 80 80
--- flow/constraint.sdc ---
current_design comparator_4bit

set clk_period 1.8
set clk_io_pct 0.2

create_clock -name clk0 -period $clk_period

set non_clock_inputs [all_inputs -no_clocks]
set_input_delay [expr $clk_period * $clk_io_pct] -clock clk0 $non_clock_inputs
set_output_delay [expr $clk_period * $clk_io_pct] -clock clk0 [all_outputs]
--- flow/design.v ---
module comparator_1bit(
    input A, B,
    output A_lt_B,
    output A_eq_B,
    output A_gt_B
);
assign A_lt_B = (~A) & B;
assign A_eq_B = A ~^ B;
assign A_gt_B = A & (~B);
endmodule
module comparator_2bit (
    input [1:0] A,
    input [1:0] B,
    output A_lt_B,
    output A_eq_B,
    output A_gt_B
);
    wire A_lt_B_high, A_eq_B_high, A_gt_B_high;
    wire A_lt_B_low, A_eq_B_low, A_gt_B_low;
    comparator_1bit high_comparator (
        .A(A[1]),
        .B(B[1]),
        .A_lt_B(A_lt_B_high),
        .A_eq_B(A_eq_B_high),
        .A_gt_B(A_gt_B_high)
    );
    comparator_1bit low_comparator (
        .A(A[0]),
        .B(B[0]),
        .A_lt_B(A_lt_B_low),
        .A_eq_B(A_eq_B_low),
        .A_gt_B(A_gt_B_low)
    );
    assign A_lt_B = A_lt_B_high | (A_eq_B_high & A_lt_B_low);
    assign A_eq_B = A_eq_B_high & A_eq_B_low;
    assign A_gt_B = A_gt_B_high | (A_eq_B_high & A_gt_B_low);
endmodule
module comparator_4bit (
    input [3:0] A,
    input [3:0] B,
    output A_lt_B,
    output A_eq_B,
    output A_gt_B
);
    wire A_lt_B_high, A_eq_B_high, A_gt_B_high;
    wire A_lt_B_low, A_eq_B_low, A_gt_B_low;
    comparator_2bit high_comparator (
        .A(A[3:2]),
        .B(B[3:2]),
        .A_gt_B(A_gt_B_high),
        .A_lt_B(A_lt_B_high),
        .A_eq_B(A_eq_B_high)
    );
    comparator_2bit low_comparator (
        .A(A[1:0]),
        .B(B[1:0]),
        .A_gt_B(A_gt_B_low),
        .A_lt_B(A_lt_B_low),
        .A_eq_B(A_eq_B_low)
    );
    assign A_lt_B = A_lt_B_high | (A_eq_B_high & A_lt_B_low);
    assign A_eq_B = A_eq_B_high & A_eq_B_low;
    assign A_gt_B = A_gt_B_high | (A_eq_B_high & A_gt_B_low);
endmodule
--- flow/run.sh ---
#!/bin/bash
# OpenROAD 26Q1-2900-gdf79404cd8, Yosys 0.63+post, stock flow scripts
make -C /OpenROAD-flow-scripts/flow DESIGN_CONFIG=/design/flow/config.mk WORK_HOME=/design/flow/orfs finish
==> reports/metrics.cfg <==
[worst_setup_path]
path_class=input port to output pin
cp_max_fo=2
worstSetupStartpointType=input port
worstPathRequired_ns=1.44
crit_path_end_kind=output pin
arrival_ns=1.39

[yosys]
synthCells=25
yosys_cells=25
area_leaders=ha_1 58%, inv_1 17%, a21oi_1 12%
yosysTopAreaCell=ha_1
top_area_share_pct=57.6
yosysWarnings=0
yosys.stat.chipArea_um2=174
syn_area_um2=174
synthDistinctLibCells=7
syn_area_per_cell_um2=6.96
ys_seq_share_pct=0

[layout]
ff_count=0
nClkBuffers=0
fin_cells=85
layout.area.seq_um2=0
comb_area_um2=169
layout-drive-gt1-share_pct=20.5
lay_top_cells=8 x dlygate4sd2_1, 6 x inv_1, 6 x ha_1, 4 x a21oi_1
final_common_cell=dlygate4sd2_1
area_growth_pct=118
fillers=407

[detailed_routing]
dr_wl_met2_um=244
dr.pass1.iters=1
drt_iter0_markers=0
wl_per_cell_um=6.78
wl_met1_um=307
ant_nets=0
wirelength_um=576
viasPerCell=2.24
wl_met3_um=23
post-route-drc-count=0
antenna_cells=0
num_vias=190
topRoutingLayerUsed=met3

[outcome]
status=completed

[global_route]
grt_overflow=0
grt_pass1_vias=211
grt_max_degree=4
antenna_found_initial=0
grt_pass1_wl_um=966
track_usage_pct=1.82

[die]
die_h_um=80
ios=11
die_area_um2=6400
initial_core_util_pct=5.09
core.rowCount=21
die_w_um=80
coreArea_um2=3420

[placement]
dp_cells=85
portBuffers=11
hpwlAfterDp_um=475
finalWeightedCongestion=0.706

[final_timing]
drv_slew=0
min_period_ns=1.75
finalHoldViolCount=0
fmax_mhz=570
worst_pin_slew_ns=0.154
rsz0062_at_grt=false
setup-violations-final=0
fin_crit_sh_pct=97.4
slew_headroom_pct=89.7
hold_ws_ns=1.40

[power]
ir_drop_mv=0.0780
power_density_nw_per_um2=166
p_leak_nw=0.191

[flow_run]
cap_violations=0
warnings=36

[worst_hold_path]
hp-class=input port to output pin

cell type report:
type	count	share of cell area (%)
repair buffers	14	32.3
inverters	8	7.92
multi-input cells	17	44.6
well taps	46	15.2
synth_stat cells (all sizes together):
cell type  instances
nor2               1
a21oi              4
o21ai              2
nand2              2
inv                8
ha                 8
what timing repair did:
item,in CTS,in global routing
resized,18,0
endpoints found under the setup margin,3,0
buffers inserted,0,0
hold buffers,0,0
final timing paths:
check,from,endpoint,cells after the start
worst max-delay path,A[2],A_gt_B,6
worst min-delay path,B[3],A_lt_B,5
critical path, cell delays in order:
cell and delay (ns):
dlygate4sd2_1 0.24, buf_4 0.13, ha_1 0.18, a21oi_1 0.16
o21ai_1 0.09, dlygate4sd2_1 0.24
power breakdown:
part | total, mW | leakage (nW) | switching (mW) | internal, mW
clock network | 0 | 0 | 0 | 0
logic | 0.0628 | 0.191 | 0.0267 | 0.0361
registers | 0 | 0 | 0 | 0
kinds of logic (layout without fill, tap and decap cells):
logic type | count (synthesis) | after routing | share of synthesized area [%]
AND/OR/NAND/NOR | 3 | 3 | 7.91
buffers and inverters | 8 | 22 | 17.3
adder cells (fa/ha/maj) | 8 | 8 | 57.6
AND-OR/OR-AND | 6 | 6 | 17.3
through the flow:
| stage | cell area, um2 | utilization (%) | power [mW] | setup slack [ns] | TNS, ns |
|---|---|---|---|---|---|
| floorplan | 174 | - | 0.0234 | 0.561 | 0 |
| global placement | 364 | 10.7 | 0.0647 | -0.461 | -1.34 |
| detailed placement | 364 | 10.7 | 0.0646 | -0.447 | -1.27 |
| CTS | 379 | 11.1 | 0.0621 | 0.0590 | 0 |
| global route | 379 | 11.1 | 0.0718 | 0.0141 | 0 |
| finish | 379 | 11.1 | 0.0628 | 0.0466 | 0 |
layer usage:
| layer | up-vias | global-route usage (%) |
|---|---|---|
| li1 | 105 | - |
| met4 | 0 | 0 |
| met1 | 78 | 2.64 |
| met2 | 7 | 2.97 |
| met5 | - | 0 |
| met3 | 0 | 0.227 |
Power and IR drop assume default switching activity.
