===== flow/design.v =====
module full_adder (
    input A, B, Cin,    
    output Sum, Cout   
);
    assign Sum = A ^ B ^ Cin;  
    assign Cout = (A & B) | (Cin & A) | (Cin & B);
endmodule
module carry_ripple_adder_16bit (
    input [15:0] a, b,  
    input cin,          
    output [15:0] sum,   
    output cout          
);
    wire [14:0] carry;   
    full_adder fa0  (.A(a[0]),  .B(b[0]),  .Cin(cin),      .Sum(sum[0]),  .Cout(carry[0]));
    full_adder fa1  (.A(a[1]),  .B(b[1]),  .Cin(carry[0]), .Sum(sum[1]),  .Cout(carry[1]));
    full_adder fa2  (.A(a[2]),  .B(b[2]),  .Cin(carry[1]), .Sum(sum[2]),  .Cout(carry[2]));
    full_adder fa3  (.A(a[3]),  .B(b[3]),  .Cin(carry[2]), .Sum(sum[3]),  .Cout(carry[3]));
    full_adder fa4  (.A(a[4]),  .B(b[4]),  .Cin(carry[3]), .Sum(sum[4]),  .Cout(carry[4]));
    full_adder fa5  (.A(a[5]),  .B(b[5]),  .Cin(carry[4]), .Sum(sum[5]),  .Cout(carry[5]));
    full_adder fa6  (.A(a[6]),  .B(b[6]),  .Cin(carry[5]), .Sum(sum[6]),  .Cout(carry[6]));
    full_adder fa7  (.A(a[7]),  .B(b[7]),  .Cin(carry[6]), .Sum(sum[7]),  .Cout(carry[7]));
    full_adder fa8  (.A(a[8]),  .B(b[8]),  .Cin(carry[7]), .Sum(sum[8]),  .Cout(carry[8]));
    full_adder fa9  (.A(a[9]),  .B(b[9]),  .Cin(carry[8]), .Sum(sum[9]),  .Cout(carry[9]));
    full_adder fa10 (.A(a[10]), .B(b[10]), .Cin(carry[9]), .Sum(sum[10]), .Cout(carry[10]));
    full_adder fa11 (.A(a[11]), .B(b[11]), .Cin(carry[10]),.Sum(sum[11]), .Cout(carry[11]));
    full_adder fa12 (.A(a[12]), .B(b[12]), .Cin(carry[11]),.Sum(sum[12]), .Cout(carry[12]));
    full_adder fa13 (.A(a[13]), .B(b[13]), .Cin(carry[12]),.Sum(sum[13]), .Cout(carry[13]));
    full_adder fa14 (.A(a[14]), .B(b[14]), .Cin(carry[13]),.Sum(sum[14]), .Cout(carry[14]));
    full_adder fa15 (.A(a[15]), .B(b[15]), .Cin(carry[14]),.Sum(sum[15]), .Cout(cout));
endmodule

===== flow/run.sh =====
#!/bin/bash
# OpenROAD 26Q1-2900-gdf79404cd8, Yosys 0.63+post, stock flow scripts
make -C /OpenROAD-flow-scripts/flow DESIGN_CONFIG=/design/flow/config.mk WORK_HOME=/design/flow/orfs finish

===== flow/config.mk =====
export PLATFORM = sky130hd
export DESIGN_NAME = carry_ripple_adder_16bit
export DESIGN_NICKNAME = carry_ripple_adder_16bit
export VERILOG_FILES = /design/flow/design.v
export SDC_FILE = /design/flow/constraint.sdc
export NUM_CORES = 4
export LEC_CHECK = 1
export CORE_AREA = 10 10 82 82
export DIE_AREA = 0 0 92 92

===== flow/constraint.sdc =====
current_design carry_ripple_adder_16bit

set clk_period 5.1
set clk_io_pct 0.2

create_clock -name clk0 -period $clk_period

set non_clock_inputs [all_inputs -no_clocks]
set_input_delay [expr $clk_period * $clk_io_pct] -clock clk0 $non_clock_inputs
set_output_delay [expr $clk_period * $clk_io_pct] -clock clk0 [all_outputs]

==> out/results.txt <==
status - finished with violations
violations in the final reports - negative setup slack
Cells after Synth - 42
Sequential cell area - 0 µm²
count of non-filler cells in the finished layout - 146
count of hold-fix buffers inserted at cts - 0
Area growth, synth to finish - 102%
clkbuf count - 0
number of fill cells - 570
Min Hold Slack - 2.78 ns
total inserted antenna cells - 0
Logic area - 360 µm²
crit path kind - input port to primary output
transition time of the tightest slew-check pin - 0.116 ns
layout cell share with drive strength beyond 1 - 46.1%
cell row count - 26
met3 track demand over resource - 3.54%
final hold violation count - 0
I/O pins - 50
post-layout worst setup margin - -2.83 ns
distinct lib cells - 3
arrival time at the worst endpoint - 6.91 ns
Most Crowded Layer GR - met2
Die Ht - 92 µm
average footprint of a synthesized cell - 11.4 µm²
Post-Syn Area - 478 µm²
tally of OpenROAD warnings - 35
Initial Util - 9.42%
Chip Area - 0.00846 mm²
core area - 0.00507 mm²
remaining design rule violation count - 0
# placed instances - 146
post-synthesis sequential area ratio - 0%
CP peak stage delay - 0.42 ns
width of the chip - 92 µm
via count - 375
# Cells Yosys - 42
max-capacitance violation count - 0
routed wire length - 1.63 mm
number of vias per cell after detailed routing - 2.57
number of sequential cells in the layout - 0
buffers inserted by post-CTS timing repair - 0
count of final max-slew check failures - 0
met2 Usage GRT - 5.53%
final setup violation count - 10
headroom to the max-slew limit - 92.2%
initial antenna violation count - 0
number of search-and-repair iterations in the first detailed-routing pass - 2
port buffer count - 50
pwr dens - 103 mW/mm²
Period Utilization, post-route - 156%
maximum number of pins on one net before global-route repair - 2
wire length per cell - 11.1 µm
sort of element at the end of the critical path - primary output
post-synthesis chip area from yosys - 478 µm²
Warnings, synthesis - 0
type of the tightest min-delay check - input port to primary output
RSZ-0062 raised after global routing - true
DP HPWL - 1.64 mm
Final min period - 7.93 ns
gr ovfl total - 0
global-route wire length before repair - 2.71 mm
Starting DRT DRC Count - 4
crit-path cells - buf_8, inv_12, fa_2, inv_2, fa_2, fa_2, fa_2, fa_2, fa_2, fa_2, fa_2, fa_2, fa_2, fa_2, fa_2, fa_2, fa_2, fa_2, inv_2, fa_2, inv_2, buf_2
Total GRT Usage - 3.91%
worst endpoint required time - 4.08 ns
critical path's slowest cell - sky130_fd_sc_hd__fa_2
critical path startpoint category - input port
Max Fanout on Critical Path - 1
highest achievable clock rate - 126 MHz
number of global-route vias before repair - 519
Lkg Pwr - 0.364 nW
Peak VDD IR - 0.0359 mV
Routability Congestion - 0.766
post-detailed-route count of antenna-violating nets - 0
most repeated library cell on the critical path - sky130_fd_sc_hd__fa_2
global routing usage on met1 - 4.61%
synth_stat cells:
master | count | share of area, %
sky130_fd_sc_hd__inv_1 | 10 | 7.9
sky130_fd_sc_hd__buf_4 | 16 | 25
sky130_fd_sc_hd__fa_1 | 16 | 67
metal layers:
layer / share of wire, % / up-vias
met5: 0 / -
met4: 0 / 0
met3: 25 / 0
met2: 35 / 47
met1: 40 / 160
li1: - / 168
kinds of logic (layout without fill, tap and decap cells):
kind of cell             count (synthesis)  in the layout  synth area share [%]
buffers and inverters                   26             60                  33.0
adder cells (fa/ha/maj)                 16             16                  67.0
cell usage in the layout (no fill, tap or decap), drive strengths merged:
cell type and instances:
dlygate4sd2 3, clkdlybuf4s50 34, buf 13, fa 16
inv 10
metrics by stage:
| step | cell area, µm² | utilization (%) | setup WS, ns | TNS [ns] | total power, mW |
|---|---|---|---|---|---|
| 2_1_floorplan | 537 | - | -2.53 | -13.04 | 0.0573 |
| 3_3_place_gp | 1000 | 19.7 | -3.67 | -24.95 | 0.116 |
| 3_5_place_dp | 1000 | 19.7 | -3.69 | -25.12 | 0.117 |
| 4_1_cts | 963 | 19.0 | -3.22 | -18.56 | 0.105 |
| 5_1_grt | 963 | 19.0 | -3.02 | -17.17 | 0.116 |
| 6_report | 963 | 19.0 | -2.83 | -15.65 | 0.0995 |
final cells by class:
type | count | share of cell area (%)
inverter | 10 | 5.71
timing repair buffer | 50 | 47.8
multi-input combinational | 16 | 37.4
tap | 70 | 9.09
path summary, 6_finish.rpt:
kind	startpoint	to	cells past startpoint
setup / recovery	a[0]	sum[15]	22
hold / removal	cin	sum[0]	5
worst max-delay path, delay by kind of cell:
kind | cells | cell delay (ns)
adder cells (fa/ha/maj) | 16 | 5.49
buffers and inverters | 6 | 0.39
power by group:
group          leakage (nW)  switching (mW)  total, mW  internal (mW)
clock                     0               0          0              0
sequential                0               0          0              0
combinational         0.364          0.0316     0.0995         0.0679
timing repair:
| action | in CTS | in global routing |
|---|---|---|
| setup endpoints to repair | 12 | 11 |
| cloned | 0 | 0 |
| gates resized | 55 | 1 |
| pin swaps | 16 | 16 |
No activity file was given, so power comes from the tool's default toggle rates.
