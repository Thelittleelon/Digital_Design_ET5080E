**flow/config.mk**
```make
export PLATFORM = sky130hd
export DESIGN_NAME = CLA_16bit
export DESIGN_NICKNAME = CLA_16bit
export VERILOG_FILES = /design/flow/design.v
export SDC_FILE = /design/flow/constraint.sdc
export NUM_CORES = 4
export LEC_CHECK = 1
export CORE_AREA = 10 10 70 70
export DIE_AREA = 0 0 80 80
```
**flow/constraint.sdc**
```tcl
current_design CLA_16bit

set clk_period 20.7
set clk_io_pct 0.2

create_clock -name clk0 -period $clk_period

set non_clock_inputs [all_inputs -no_clocks]
set_input_delay [expr $clk_period * $clk_io_pct] -clock clk0 $non_clock_inputs
set_output_delay [expr $clk_period * $clk_io_pct] -clock clk0 [all_outputs]
```
**flow/design.v**
```verilog
module CLA_16bit(
    input [15:0] A, B,    
    input Cin,            
    output [15:0] Sum,    
    output Cout           
);
    wire C1, C2, C3;  
    CLA_4bit cla0 (A[3:0], B[3:0], Cin, Sum[3:0], C1);
    CLA_4bit cla1 (A[7:4], B[7:4], C1, Sum[7:4], C2);
    CLA_4bit cla2 (A[11:8], B[11:8], C2, Sum[11:8], C3);
    CLA_4bit cla3 (A[15:12], B[15:12], C3, Sum[15:12], Cout);
endmodule
module CLA_4bit(
    input [3:0] A, B,    
    input Cin,           
    output [3:0] Sum,    
    output Cout          
);
    wire [3:0] G, P;     
    wire [3:1] C;        
    Generate_Propagate gp0 (A[0], B[0], G[0], P[0]);
    Generate_Propagate gp1 (A[1], B[1], G[1], P[1]);
    Generate_Propagate gp2 (A[2], B[2], G[2], P[2]);
    Generate_Propagate gp3 (A[3], B[3], G[3], P[3]);
    Carry carry0 (G[0], P[0], Cin, C[1]);
    Carry carry1 (G[1], P[1], C[1], C[2]);
    Carry carry2 (G[2], P[2], C[2], C[3]);
    Carry carry3 (G[3], P[3], C[3], Cout);
    assign Sum[0] = P[0] ^ Cin;
    assign Sum[1] = P[1] ^ C[1];
    assign Sum[2] = P[2] ^ C[2];
    assign Sum[3] = P[3] ^ C[3];
endmodule
module Carry(
    input G, P, Cin,
    output Cout
);
    assign Cout = G | (P & Cin);   
endmodule
module Generate_Propagate(
    input A, B,
    output G, P
);
    assign G = A & B;    
    assign P = A ^ B;    
endmodule
```
**flow/run.sh**
```bash
#!/bin/bash
# OpenROAD 26Q1-2900-gdf79404cd8, Yosys 0.63+post, stock flow scripts
make -C /OpenROAD-flow-scripts/flow DESIGN_CONFIG=/design/flow/config.mk WORK_HOME=/design/flow/orfs finish
```
==> datasheet_impl.txt <==
Table: implementation figures

Parameter                              Value

Route
  Average wire per standard cell    13.0 µm
  Drt via density    3.19
  DRT iter0 DRCs    2
  Via count    roughly 390
  Routed Wire Length    1590 µm
  Uppermost layer routed    met3
  Metal1 wirelength    roughly 620 µm
  First-pass DRT Iterations    2
  Met2 wire length    447 µm
  WL met3    between 500 and 600 µm
  Ant diodes    0
  DRC violation count after routing    0
  Post-DRT Antenna Nets    0

Final layout
  Area taken by flip-flops and latches    0 µm²
  Clock buffer count    0
  Area added between synthesis and finish    156%
  Flip-flops    0
  Proportion of layout cells with a drive suffix above 1    0%

Timing
  Setup repair after global routing missed its margin    false
  Number of pins with negative max-slew slack in the final report    0
  Maximum clock frequency    between 0.06 and 0.07 GHz
  Worst Max-Slew Pin Slew    ~0.12 ns
  Share of the clock period used by the worst path after layout    74.3%
  Fin. Hold Viols    0
  Total negative slack for setup checks    0 ns
  Setup Viol. Count Final    0
  Max_slew headroom    roughly nine tenths
  Period minus WS final    15.39 ns

Global routing
  Antenna violations before repair    0
  First-pass GRT wire length    2260 µm
  GRT overflow    0
  Maximum number of pins on one net before global-route repair    2
  GRT Util Overall    4.61%
  Vias in the first global route    about 450

Clock tree
  Post-cts sizing count    0
  Post-CTS setup buffer count    0
  Quantity of hold-fixing buffers added after cts    0

Worst setup path
  Most prevalent standard cell on the critical path    fa_1
  Critical path fanouts, max    1
  Class of the most critical setup path    input pin to output port
  Slowest cell on crit path    clkdlybuf4s50_1
  Critical Path AT    11.25 ns
  Kind of start point of the critical path    input pin
  Chain of cells forming the critical path    clkdlybuf4s50_1 > inv_1 > fa_1 > inv_1 > fa_1 > fa_1 > fa_1 > fa_1 > fa_1 > fa_1 > fa_1 > fa_1 > fa_1 > fa_1 > fa_1 > fa_1 > fa_1 > fa_1 > inv_1 > fa_1 > inv_1 > clkdlybuf4s50_1
  Delay-heaviest family, CP    adder cells
  CP max stage delay    0.46 ns
  Critical path buffers and inverters    6
  Crit path DRT    16.56 ns
  Critical Path End Type    output port

Pwr
  Peak supply drop    roughly 0.000010 V
  Leakage Power    approximately 0.37 nW
  Power after layout    0.0260 mW
  Power density cells    28.4 mW/mm²

Outcome
  Run status    complete, no violations

Logic synthesis
  Sequential area share after synthesis    0%
  Library cell with the highest instance count after synthesis    fa_1
  Number of different library cells in the post-synthesis netlist    2
  Cell area after synthesis    approximately 360 µm²
  Average size of a mapped cell    between 10 and 15 µm²
  Yosys warning total    0
  Top cells by area in the synthesized netlist    fa_1 (90%), inv_1 (10%)
  Area of the synthesized netlist per yosys stat    358 µm²
  Cells in synth_stat.txt    26
  Synthesized instance count    26
  Fraction of synthesized cell area taken by the top area cell type    89.5%
  Cell type with the largest total area    fa_1
  Commonest cells in the synthesized netlist    fa_1 (16), inv_1 (10)

Die
  Core Footprint    0.00342 mm²
  Total die size    between 0.006 and 0.007 mm²
  Floorplan utilization    10.5%
  Number of placement rows    21
  Die width    80 µm
  Top-level I/O count    50
  Die H    80 µm

Job
  Number of OpenROAD warnings    32
  Number of max-capacitance violations reported    0

Worst hold path
  Worst Hold Endpoint    Sum[0]
  Hold wc startpoint    Cin
  Hold-critical path depth    5
  Class of the tightest hold or removal check    input pin to output port

Placed design
  # port buffers    50
  Weighted congestion at the end of routability-driven global placement    between 0.8 and 0.9
  HPWL after detailed placement    between 1500 and 2000 µm
-- layout make-up --
type                            count  area (µm²)
Fill cell                         368        2500
Multi-Input combinational cell     16         320
Timing Repair Buffer               50         500
Tap cell                           46        57.6
Inverter                           10        37.5
-- metal layers --
metal  vias up  global-route usage [%]
li1        168                       -
met1       170                    5.64
met2        51                    5.06
met3         0                    5.91
met4         0                       0
met5         -                       0
-- report_power, final --
| group | leakage, nW | switching (mW) | total [mW] | internal (mW) |
|---|---|---|---|---|
| Clock | 0 | 0 | 0 | 0 |
| Sequential | 0 | 0 | 0 | 0 |
| Combinational | 0.366 | 0.00685 | 0.0260 | 0.0191 |
| Total | 0.366 | 0.00685 | 0.0260 | 0.0191 |
-- placed cells by master (no fill, tap or decap), drive strengths merged --
cell            n
inv            10
fa             16
clkdlybuf4s50  50
-- kinds of logic after synthesis --
family / Yosys count / share of synthesized area (%)
adders and majority gates: 16 / 89.5
buffers and inverters: 10 / 10.5
-- metrics by stage --
stage / utilization, % / instance area (µm²) / worst slack [ns] / std cells / hold slack, ns
after floorplan: - / 358 / 6.39 / 26 / 8.39
after detailed placement: 26.8 / 916 / 5.29 / 122 / 9.33
final: 26.8 / 916 / 5.31 / 122 / 9.32
after global routing: 26.8 / 916 / 5.02 / 122 / 9.38
after CTS: 26.8 / 916 / 5.27 / 122 / 9.33
after global placement: 26.8 / 916 / 5.30 / 122 / 9.34
-- how the worst max path moves through the flow --
stage | startpoint | to | slack (ns) | cells past startpoint
after CTS | A[0] | Sum[15] | 5.27 | 22
after global routing | A[0] | Sum[15] | 5.02 | 22
final | A[0] | Sum[15] | 5.31 | 22
Power figures rest on the tool's default switching activity, not on a simulated workload.
